--- flow/design.v ---
module spi_master (
input clk, newd, rst,
input [11:0] din,
output reg sclk, cs, mosi
    );
typedef enum bit [1:0] {
        idle = 2'b00,
        enable = 2'b01,
        send = 2'b10,
        comp = 2'b11} state_type;
 state_type state = idle;
 int countc = 0;
 int count = 0; 
 always@(posedge clk) begin
    if(rst == 1'b1) begin
        countc <= 0;
        sclk <= 1'b0;
    end
    else begin
        if(countc < 10)    
            countc <= countc + 1;   
        else begin
            countc <= 0;
            sclk <= ~sclk;   
        end
    end
 end
 reg [11:0] temp;
 always@(posedge sclk) begin
    if(rst == 1'b1) begin
        cs <= 1'b1;   
        mosi <= 1'b0;   
    end
    else begin
        case(state)
            idle : 
                    begin
                        if(newd == 1'b1) begin
                            state <= send;
                            temp <= din;
                            cs <= 1'b0;
                        end
                        else begin
                            state <= idle;
                            temp <= 8'h00;
                        end
                    end
            send : 
                    begin
                        if(count <= 11) begin
                            mosi <= temp[count];   
                            count <= count + 1;
                        end
                        else begin
                            count <= 0;
                            state <= idle;
                            cs <= 1'b1;
                            mosi <= 1'b0;
                        end
                    end
             default : state <= idle;
        endcase
    end
    end
  endmodule
`timescale 1ns / 1ps
module spi_slave(
    input cs, mosi, sclk,
    output [11:0] dout,
    output reg done
    );
    typedef enum bit {detect_start = 1'b0, read_data = 1'b1} state_type;
    state_type state = detect_start;
    reg [11:0] temp = 12'h000;
    int count = 0;
    always @(posedge sclk) begin
    done <= 1'b0;
        case(state)
            detect_start: 
                            begin
                                done <= 1'b0;
                                if(cs == 1'b0)
                                    state <= read_data;
                                else
                                    state <= detect_start;
                            end
             read_data : 
                            begin
                                if(count <= 11) begin
                                    count <= count + 1;
                                    temp <= {mosi, temp[11:1]};   
                                end
                                else begin
                                    count <= 0;
                                    done <= 1'b1;
                                    state <= detect_start;
                                end
                            end
        endcase
    end
    assign dout = temp;
endmodule
`timescale 1ns / 1ps
module spi_top(
input clk, rst, newd,
input [11:0] din,
output [11:0] dout,
output done
    );
wire sclk, cs, mosi;
spi_master m1 (
                .clk(clk),
                .newd(newd),
                .rst(rst),
                .din(din),
                .sclk(sclk),
                .cs(cs),
                .mosi(mosi)
                );
spi_slave s1 (
                .sclk(sclk),
                .cs(cs),
                .mosi(mosi),
                .dout(dout),
                .done(done)                
                 );
endmodule
--- flow/constraint.sdc ---
current_design spi_top

set clk_period 4.7
set clk_io_pct 0.2

create_clock -name clk0 -period $clk_period [get_ports {clk}]

set non_clock_inputs [all_inputs -no_clocks]
set_input_delay [expr $clk_period * $clk_io_pct] -clock clk0 $non_clock_inputs
set_output_delay [expr $clk_period * $clk_io_pct] -clock clk0 [all_outputs]
--- flow/run.sh ---
#!/bin/bash
# OpenROAD 26Q1-2900-gdf79404cd8, Yosys 0.63+post, stock flow scripts
make -C /OpenROAD-flow-scripts/flow DESIGN_CONFIG=/design/flow/config.mk WORK_HOME=/design/flow/orfs finish
--- flow/config.mk ---
export PLATFORM = sky130hd
export DESIGN_NAME = spi_top
export DESIGN_NICKNAME = spi_top
export VERILOG_FILES = /design/flow/design.v
export SDC_FILE = /design/flow/constraint.sdc
export NUM_CORES = 4
export LEC_CHECK = 1
export CORE_UTILIZATION = 40
==> design notes <==
The run finished with clean final reports. The proportion of synthesized flip-flops having asynchronous set or reset was 0; the count of flip-flops with a built-in enable after synthesis was 89. Counting instances, the worst hold path has a depth of 2. The later-pin clock latency in the skew report was 0.27 ns; the share of the synthesized area in the top cell type was 0.4397. Kind of path behind the tightest hold check: flop to flop. Yosys printed 2 warnings. The critical path depth came out at 4. Setup repair after global routing left no endpoint under its margin. The final period utilization came out at 0.4123. Number of search-and-repair iterations in the first detailed-routing pass: 20.

The routed design has 10520 um of wire. The number of antenna diodes in the final layout is 0. The first-pass GRT wire length was 18470 um.

Walking the worst path, the cells encountered are clkdlybuf4s50_1 > nand2b_1 > buf_4 > nor2_1. The run gives 0 for the number of failing setup endpoints in the final timing report. The timer found 93 register pins that no clock reaches; their paths are not timed. The timing report notes that buffer and inverter cells on the critical path total 2. The number of clock buffers added by TritonCTS is 5.

The tools report the part of the total power dissipated in the clock network as 0.533. The worst register-to-register path begins at m1.countc[9]. After technology mapping, the gate count stands at 564. The routed design shows a via density per instance of 5.362. The placed wire-length estimate was 7137 um; the final max-slew violation count was 0. After detailed routing, the number of remaining DRC violations is 0.

The OpenROAD report gives the critical path a data arrival time of 2.09 ns. The number of cells on the worst reg-to-reg path came out at 5. The die span in y works out to 125.3 um. The report lists the number of standard-cell rows as 44. Based on the critical path, the design can be clocked at up to 0.5160 GHz. The analysis reports a worst IR drop on VDD of 0.2199 mV.

The run gives 0 for the post-cts sizing count. The number of hold buffers added after CTS was 0. For this block, the via count after detailed routing is 4150. After synthesis, the cell types taking the most area are sky130_fd_sc_hd__edfxtp_1, sky130_fd_sc_hd__dfxtp_1, sky130_fd_sc_hd__xor2_1. Counting along the longest clock path gives a buffer depth of 2. The reported net switching power was 129.5 uW; the post-CTS clock slew at the launch and capture registers of the worst setup and hold paths was 0.05 ns. The dominant cell by count in the synthesized netlist is sky130_fd_sc_hd__nor2_1. 195 endpoints have no timing constraint.

The worst setup path is captured at a flop. The nature of the critical path startpoint is a primary input. The post-route clock skew was 0.003097 ns. For the final weighted congestion in routability-driven placement, the log shows 0.8522. For the register-to-register setup slack, the log shows 2.90 ns.

Family with the most delay on the worst path: buffers and inverters. Looking at area per cell type in the netlist, the leader is sky130_fd_sc_hd__edfxtp_1. The area of the mapped netlist was 6078 sq um; the post-synthesis average cell area was 10.78 sq um. The sequential cell fraction of total power is 0.418. Per the OpenROAD power report, leakage power amounts to 0.002132 uW.

The tools report the worst flop-to-flop path endpoint as m1.countc[29]. Per the OpenROAD floorplan log, the area of the core is 14700 sq um. In this run the number of H-tree levels came out at 2. Per STA, the highest per-stage delay on the worst path measures 0.60 ns. The switching share of power works out to 0.1844.

The starting density of the core was 0.4135. The tools report the internal power of the cells as 572.6 uW. The overall die width works out to 125.3 um. The tools report the hold-critical path endpoint as m1.countc[31]. The xor-xnor portion of the synthesized cell area works out to 0.1196. According to the I/O placement log, the pin count is 28.

The pin closest to its max-slew limit shows a slew of 0.8159 ns. STA puts the critical path data required time at 4.85 ns. In the final timing run, aggregate negative setup slack is 0 ns. TritonCTS built the clock tree.

The share of final-layout standard cells stronger than drive strength 1 came out at 0.05254. Cell type of the slowest stage on the worst timing path: sky130_fd_sc_hd__clkdlybuf4s50_1. The root buffer cell chosen for the clock tree is sky130_fd_sc_hd__clkbuf_16. The run gives 25 for the OpenROAD warning count. Looking at the setup timing report, the critical path kind is primary input to flop.

The synthesized netlist was found by Yosys to have 564 cells. The maximum net fanout on the critical path was 31. Counting the fill cells in the layout gives 1291.

The multi-input gate area in the final layout is 2587 sq um, and the sequential area share after synthesis is 0.5615. The tools report the pin count of the biggest net entering global routing as 95. The number of antenna violations at the first check in global routing is 0, and the reported max-cap violation count is 0.

The synthesized-area fraction occupied by ao, oa, aoi and oai cells is 0.02264. The tools report the total overflow reported by the global router as 0. The area fraction in full adders, half adders and majority gates works out to 0.006175. The total global-route track usage is 0.1465, and the combinational group share of total power is 0.049. The die covers 15690 sq um.

The simple-gate portion of the synthesized area is 0.2625. Per the synthesis report, the number of distinct cell types is 40. The run gives 1.938 ns for the clock period minus worst slack.

The placement report lists the number of port buffers as 27. Average wire length per cell after detail routing: 13.59 um. After synthesis, the largest family of logic cells by area is simple AND/OR/NAND/NOR gates. Once routing completed, OpenROAD measured the worst setup slack at 2.762 ns. The mux share of post-synthesis cell area came out at 0.01276. Counting instances in the post-synthesis netlist gives the leading cell types as sky130_fd_sc_hd__nor2_1, sky130_fd_sc_hd__edfxtp_1, sky130_fd_sc_hd__xor2_1, sky130_fd_sc_hd__nand3_1, sky130_fd_sc_hd__dfxtp_1. With the remaining number of nets flagged by the antenna check after routing at 0, the number of setup buffers added after CTS is 0.

Counting endpoints that fail hold in the final report gives 0. Looking at hold timing, the worst path starts from m1.countc[31]. Looking at the cell usage after synthesis, the top flip-flop cell is sky130_fd_sc_hd__edfxtp_1. At the placement stage, the worst setup path has a slack of 2.467 ns.

The layout overhead on the synthesized area is 11.24%, and the area used by sequential logic in the layout is 3415 sq um. The yosys stat chip area was 6078 sq um. The tools report the relative slew slack as 0.4561. The via count of the first global-routing pass is 3916.

The areal power density over the cells works out to 103.8 nW/um^2. For the initial DRC count, the log shows 337. Per the synth log, the flip-flop and latch total comes to 126.
[cells in the final DEF, fill, tap and decap left out, types with 2 or more instances in the layout]
master | netlist | layout
sky130_fd_sc_hd__nor2_1 | 104 | 102
sky130_fd_sc_hd__edfxtp_1 | 89 | 89
sky130_fd_sc_hd__xor2_1 | 53 | 53
sky130_fd_sc_hd__nand3_1 | 39 | 39
sky130_fd_sc_hd__dfxtp_1 | 37 | 36
sky130_fd_sc_hd__nand4_1 | 33 | 33
sky130_fd_sc_hd__xnor2_1 | 30 | 30
sky130_fd_sc_hd__nand2_1 | 29 | 29
sky130_fd_sc_hd__clkdlybuf4s50_1 | 0 | 27
sky130_fd_sc_hd__nor4_1 | 26 | 26
sky130_fd_sc_hd__and2_1 | 16 | 16
sky130_fd_sc_hd__and3_1 | 14 | 14
sky130_fd_sc_hd__and4_1 | 13 | 13
sky130_fd_sc_hd__buf_4 | 0 | 9
sky130_fd_sc_hd__nor3_1 | 8 | 8
sky130_fd_sc_hd__a21oi_1 | 6 | 6
sky130_fd_sc_hd__nor2b_1 | 6 | 6
sky130_fd_sc_hd__inv_1 | 5 | 5
sky130_fd_sc_hd__clkbuf_16 | 0 | 5
sky130_fd_sc_hd__o21ai_0 | 4 | 4
sky130_fd_sc_hd__or4_1 | 3 | 3
sky130_fd_sc_hd__nor2_2 | 1 | 3
sky130_fd_sc_hd__o31ai_1 | 3 | 3
sky130_fd_sc_hd__mux4_2 | 3 | 3
sky130_fd_sc_hd__ha_1 | 3 | 3
sky130_fd_sc_hd__nand2b_1 | 2 | 2
sky130_fd_sc_hd__and2_0 | 2 | 2
sky130_fd_sc_hd__or3_1 | 2 | 2
sky130_fd_sc_hd__o21a_1 | 2 | 2
[worst max-delay path by stage]
stage / startpoint / to
5_1_grt: rst / m1.countc[21]
4_1_cts: rst / m1.countc[17]
6_report: rst / m1.countc[17]
[worst min-delay path: cells and delay by family, from the launching register on]
family                 cells  cell delay [ns]
flip-flops                 1             0.29
AND/OR/NAND/NOR            1             0.05
buffers and inverters      1             0.06
[per-stage QoR]
| step | utilization | hold slack, ns | instance area (sq um) | power, uW | std cells |
|---|---|---|---|---|---|
| detailed placement | 0.4482 | 0.4328 | 6589 | 334.0 | 766 |
| global placement | 0.4482 | 0.4223 | 6589 | 333.1 | 766 |
| global route | 0.4600 | 0.4589 | 6761 | 722.7 | 774 |
| CTS | 0.4600 | 0.4428 | 6761 | 708.1 | 774 |
| finish | 0.4600 | 0.4397 | 6761 | 702.1 | 774 |
| floorplan | - | 0.4136 | 6078 | 316.2 | 564 |
[sequential cells by signal (all words and copies together), names as in the netlist]
signal and flops:
m1.cs 1, s1.done 1, m1.temp 12, m1.mosi 1, s1.count 32, m1.state 1
m1.count 32, s1.temp 12, s1.state 1, m1.countc 32, m1.sclk 1
[kinds of logic after synthesis]
group / after synthesis
buffers and inverters: 23
AOI/OAI and AO/OA: 21
xor gates and xnor gates: 83
DFF: 126
muxes: 4
and+or+nand+nor: 304
adders and majority gates: 3
[area by class of cell]
type | count | share of cell area
flip-flops and latches | 126 | 0.5050
multi-input cells | 415 | 0.3827
repair buffers | 36 | 0.04996
well taps | 184 | 0.03405
clock buffers | 7 | 0.02110
clock inverters | 1 | 0.004441
inverters | 5 | 0.002776
[layer usage]
metal | up-vias | global-route usage | wire [um]
li1 | 2089 | - | -
met1 | 1952 | 0.2537 | 5470
met2 | 101 | 0.2198 | 4526
met3 | 8 | 0.01832 | 430
met4 | 0 | 0.01148 | 87
met5 | - | 0 | 0
[power groups by stage]
stage | registers (uW) | clock network, uW | logic [uW]
finish | 293 | 374 | 34.4
global route | 294 | 390 | 38.9
CTS | 293 | 380 | 35.1
Power figures rest on the tool's default switching activity, not on a simulated workload.
